$ cat design/flow/constraint.sdc
current_design Debounce_Project_Top

set clk_period 2.6
set clk_io_pct 0.2

create_clock -name clk0 -period $clk_period [get_ports {i_clk}]

set non_clock_inputs [all_inputs -no_clocks]
set_input_delay [expr $clk_period * $clk_io_pct] -clock clk0 $non_clock_inputs
set_output_delay [expr $clk_period * $clk_io_pct] -clock clk0 [all_outputs]
$ cat design/flow/design.v
`default_nettype none
module Debounce_Switch
#
(
    parameter DEBOUNCE_COUNT = 250000  
)
(
    input i_clk,
    input i_sw,
    output o_sw
);
    bit [17:0] r_count = 0;
    bit r_state = 1'b0;
    always_ff @(posedge i_clk)
    begin
        if (i_sw !== r_state && r_count < DEBOUNCE_COUNT)
            r_count <= r_count + 1;
        else if (r_count == DEBOUNCE_COUNT) begin
            r_state <= i_sw;
            r_count <= 0;
        end else
            r_count <= 0;
    end
    assign o_sw = r_state;
endmodule
module Debounce_Project_Top
(
    input i_clk,
    input i_sw1,
    input i_sw2,
    input i_sw3,
    input i_sw4,
    output o_led1,
    output o_led2,
    output o_led3,
    output o_led4,
    output o_seg1a,
    output o_seg1b,
    output o_seg1c,
    output o_seg1d,
    output o_seg1e,
    output o_seg1f,
    output o_seg1g,
    output o_seg2a,
    output o_seg2b,
    output o_seg2c,
    output o_seg2d,
    output o_seg2e,
    output o_seg2f,
    output o_seg2g
);
    reg r_led1 = 1'b0;
    reg r_led2 = 1'b0;
    reg r_led3 = 1'b0;
    reg r_led4 = 1'b0;
    reg r_sw1 = 1'b0;
    reg r_sw2 = 1'b0;
    reg r_sw3 = 1'b0;
    reg r_sw4 = 1'b0;
    wire w_sw1;
    wire w_sw2;
    wire w_sw3;
    wire w_sw4;
    Debounce_Switch debounce_sw1
    (
        .i_clk(i_clk),
        .i_sw(i_sw1),
        .o_sw(w_sw1)
    );
    Debounce_Switch debounce_sw2
    (
        .i_clk(i_clk),
        .i_sw(i_sw2),
        .o_sw(w_sw2)
    );
    Debounce_Switch debounce_sw3
    (
        .i_clk(i_clk),
        .i_sw(i_sw3),
        .o_sw(w_sw3)
    );
    Debounce_Switch debounce_sw4
    (
        .i_clk(i_clk),
        .i_sw(i_sw4),
        .o_sw(w_sw4)
    );
    always @(posedge i_clk)
    begin
        r_sw1 <= w_sw1;
        r_sw2 <= w_sw2;
        r_sw3 <= w_sw3;
        r_sw4 <= w_sw4;
        if (w_sw1 == 1'b0 && r_sw1 == 1'b1)
        begin
            r_led1 <= ~r_led1;
        end
        if (w_sw2 == 1'b0 && r_sw2 == 1'b1)
        begin
            r_led2 <= ~r_led2;
        end
        if (w_sw3 == 1'b0 && r_sw3 == 1'b1)
        begin
            r_led3 <= ~r_led3;
        end
        if (w_sw4 == 1'b0 && r_sw4 == 1'b1)
        begin
            r_led4 <= ~r_led4;
        end
    end
    assign o_led1 = r_led1;
    assign o_led2 = r_led2;
    assign o_led3 = r_led3;
    assign o_led4 = r_led4;
    assign o_seg1a = 1'b1;
    assign o_seg1b = 1'b0;
    assign o_seg1c = 1'b0;
    assign o_seg1d = 1'b1;
    assign o_seg1e = 1'b1;
    assign o_seg1f = 1'b0;
    assign o_seg1g = 1'b0;
    assign o_seg2a = 1'b0;
    assign o_seg2b = 1'b0;
    assign o_seg2c = 1'b1;
    assign o_seg2d = 1'b0;
    assign o_seg2e = 1'b0;
    assign o_seg2f = 1'b1;
    assign o_seg2g = 1'b0;
endmodule
$ cat design/flow/run.sh
#!/bin/bash
# OpenROAD 26Q1-2900-gdf79404cd8, Yosys 0.63+post, stock flow scripts
make -C /OpenROAD-flow-scripts/flow DESIGN_CONFIG=/design/flow/config.mk WORK_HOME=/design/flow/orfs finish
$ cat design/flow/config.mk
export PLATFORM = sky130hd
export DESIGN_NAME = Debounce_Project_Top
export DESIGN_NICKNAME = Debounce_Project_Top
export VERILOG_FILES = /design/flow/design.v
export SDC_FILE = /design/flow/constraint.sdc
export NUM_CORES = 4
export LEC_CHECK = 1
export CORE_UTILIZATION = 30
==> flow_summary.json <==
{
  "status": "finished, final reports clean",
  "fp_util": 0.310,
  "ys_area_um2": 3940,
  "ys_top_cells_by_area": "dfxtp_1 39%, xor2_1 7.6%, nor2_1 7.3%, edfxtp_1 6.1%, xnor2_1 6.0%",
  "root_buffer": "clkbuf_16",
  "netlist_area_um2": 3940,
  "grt_use_total": 0.102,
  "syn_to_final_growth_pct": 12.3,
  "cts_tree": "yes",
  "crit_chain": "ha_1 > and4_1 > or4b_1 > xor2_1 > nor2_1",
  "critPathLaunch": "debounce_sw3.r_count[0]",
  "async_reset_ff_frac": 0,
  "drv_cap": 0,
  "grt_pass1_wl_um": 11400,
  "synth_cell_types": 41,
  "rsz0062_at_grt": "false",
  "crit-reg2reg-launch": "debounce_sw3.r_count[0]",
  "vdd_drop_max_mv": 0.342,
  "yosysMostFrequentCell": "nor2_1",
  "hold_viol_final": 0,
  "period_needed_ns": 1.81,
  "setup_viol": 0,
  "synth_flops": 84,
  "hp-start": "debounce_sw4.r_state",
  "yosysTopAreaCell": "dfxtp_1",
  "clk-insertion-delay-late_ns": 0.33,
  "postCtsResizedCells": 0,
  "clk_path_buf_depth": 2,
  "detail_route.iter0.violations": 262,
  "globalRoute.totalOverflow": 0,
  "post-route-period-util": 0.696,
  "critPathTopFamily": "simple AND/OR/NAND/NOR gates",
  "relSlewSlack": 0.501,
  "die_h_um": 117,
  "clockPowerShare": 0.479,
  "holdBufCountCts": 0,
  "cts.sinks": 84,
  "critical_path.max_fanout": 7,
  "flop_cell": "dfxtp_1",
  "postRouteAntennaNets": 0,
  "coreArea_um2": 12700,
  "seqCellArea_um2": 1760,
  "diodes": 0,
  "drc": 0,
  "cp-start-kind": "flip-flop",
  "cts_buffers": 9,
  "max_freq_ghz": 0.553,
  "cts_setup_buffers": 0,
  "gp_congestion": 0.804,
  "syn_inst": 431,
  "drt-pass1-iter-count": 4,
  "hold_ws_ns": 0.428,
  "critical_path_required_ns": 2.79,
  "grt_start_max_net_pins": 19,
  "p_int_uw": 2150,
  "boundaryPins": 23,
  "drt-total-wl_um": 6570,
  "crit_slowest_cell": "or4b_1",
  "edf_count": 8,
  "log.warning_count": 29,
  "yosys_cells": 431,
  "pwr-share-comb": 0.028,
  "cp.arrival_ns": 1.99,
  "hp-class": "flip-flop to flip-flop",
  "antenna_found_initial": 0,
  "yosys-top-cells-count": "77 x nor2_1, 76 x dfxtp_1, 34 x xor2_1",
  "dieArea_um2": 13600,
  "comb_area_um2": 1970,
  "swShare": 0.209,
  "slew_viol_final": 0,
  "grt_pass1_vias": 2537,
  "ys_warn_count": 2,
  "clkSlewWorstSetupHoldPaths_ns": 0.06,
  "top_area_frac": 0.386,
  "tns_ns": 0,
  "avgSynthCellArea_um2": 9.14,
  "post_drt_via_cell_ratio": 4.63,
  "drive_gt1_frac": 0.0679,
  "skew_ns": 0.00636,
  "num_rows": 41,
  "postSynthSeqShare": 0.447,
  "post_drt_wl_per_cell_um": 10.7,
  "dieWidth_um": 117,
  "worstMarginPinSlew_ns": 0.748,
  "htree_levels": 3,
  "cp_num_buf_inv": 0,
  "dp_hpwl_um": 4350,
  "leakagePower_uw": 0.00152,
  "fillerInstances": 1254,
  "num_vias": 2843,
  "power_switching_uw": 568,
  "cp-end-kind": "flip-flop",
  "max_stage_delay_ns": 0.46,
  "io_buffers": 8,
  "worstSetupPathType": "flip-flop to flip-flop",
  "power_frac_seq": 0.494,
  "p_per_area_nw_per_um2": 614
}
[cell usage in the layout, fill, tap and decap left out, types with 3 or more instances in the layout]
cell type,instances
or4_1,3
xnor2_1,27
conb_1,14
o31a_1,3
edfxtp_1,8
nor3_1,12
clkdlybuf4s50_1,8
dfxtp_1,76
nor2_1,77
and3_1,4
xor2_1,34
ha_1,8
clkbuf_16,9
nor4_1,15
a21oi_1,4
inv_1,19
nor2b_1,6
and4_1,10
nand4_1,28
nand2_1,18
nand3_1,26
[power groups by stage]
stage         Sequential (uW)  Clock, uW  Combinational, uW
CTS                      1340       1330               76.6
global route             1340       1390               89.5
finish                   1340       1300               75.2
[worst paths after layout]
kind | end | slack, ns | depth (start not counted)
setup reg to reg | debounce_sw3.r_count[14] | 0.79 | 5
hold reg to reg | r_sw4 | 0.43 | 0
hold / removal | r_sw4 | 0.43 | 0
setup / recovery | debounce_sw3.r_count[14] | 0.79 | 5
[layout make-up]
type | instances | share of cell area
Clock buffer | 11 | 0.0571
Sequential cell | 84 | 0.398
Clock inverter | 5 | 0.0136
Inverter | 19 | 0.0161
Tap cell | 172 | 0.0486
Timing Repair Buffer | 10 | 0.0215
Multi-Input combinational cell | 313 | 0.445
[logic make-up (layout without fill, tap and decap cells)]
group           after synthesis  in the layout  share of synthesized area
compound gates               18             18                     0.0419
buf+inv                      46             45                     0.0651
flops                        84             84                      0.447
other cells                   2             14                    0.00191
xor+xnor                     61             61                      0.136
simple gates                212            212                      0.283
fa+ha+maj                     8              8                     0.0254
[stage by stage]
stage	cells	setup WS (ns)	total power [uW]	utilization	instance area, um2
5_1_grt	614	0.618	2830	0.348	4420
3_5_place_dp	598	0.774	1450	0.323	4110
4_1_cts	614	0.793	2750	0.348	4420
3_3_place_gp	598	0.802	1440	0.323	4110
2_1_floorplan	443	0.985	1440	-	3990
6_report	614	0.791	2720	0.348	4420
[state kept, by name, summed over array words and instances, names as in the netlist]
| signal | count |
|---|---|
| debounce_sw3.r_state | 1 |
| r_sw2 | 1 |
| debounce_sw2.r_count | 18 |
| debounce_sw4.r_state | 1 |
| r_sw1 | 1 |
| r_sw3 | 1 |
| r_led2 | 1 |
| debounce_sw2.r_state | 1 |
| r_led3 | 1 |
| debounce_sw3.r_count | 18 |
| r_led4 | 1 |
| r_led1 | 1 |
| debounce_sw4.r_count | 18 |
| debounce_sw1.r_state | 1 |
| r_sw4 | 1 |
| debounce_sw1.r_count | 18 |
[routing by layer]
metal  track usage  wire, um  share of wire  vias to the layer above
li1              -         -              -                     1478
met1         0.163      3500           0.53                     1308
met2         0.147      2730           0.41                       50
met3        0.0222       253          0.038                        7
met4        0.0143        89          0.014                        0
met5             0         0              0                        -
No activity file was given, so power comes from the tool's default toggle rates.
