File: /design/flow/config.mk
export PLATFORM = sky130hd
export DESIGN_NAME = HELLOSV_TLM
export DESIGN_NICKNAME = HELLOSV_TLM
export VERILOG_FILES = /design/flow/design.v
export SDC_FILE = /design/flow/constraint.sdc
export NUM_CORES = 4
export LEC_CHECK = 1
export CORE_UTILIZATION = 30
File: /design/flow/constraint.sdc
current_design HELLOSV_TLM

set clk_period 2.9
set clk_io_pct 0.2

create_clock -name clk0 -period $clk_period [get_ports {i_clk}]

set non_clock_inputs [all_inputs -no_clocks]
set_input_delay [expr $clk_period * $clk_io_pct] -clock clk0 $non_clock_inputs
set_output_delay [expr $clk_period * $clk_io_pct] -clock clk0 [all_outputs]
File: /design/flow/design.v
`default_nettype none
module Debounce_Switch
#
(
    parameter DEBOUNCE_COUNT = 250000  
)
(
    input i_clk,
    input i_sw,
    output o_sw
);
    bit [17:0] r_count = 0;
    bit r_state = 1'b0;
    always_ff @(posedge i_clk)
    begin
        if (i_sw !== r_state && r_count < DEBOUNCE_COUNT)
            r_count <= r_count + 1;
        else if (r_count == DEBOUNCE_COUNT) begin
            r_state <= i_sw;
            r_count <= 0;
        end else
            r_count <= 0;
    end
    assign o_sw = r_state;
endmodule
`default_nettype none
module HELLOSV_TLM
(
    input i_clk,
    input i_sw1,
    input i_sw2,
    input i_sw3,
    input i_sw4,
    output o_led1,
    output o_led2,
    output o_led3,
    output o_led4,
    output o_seg1a,
    output o_seg1b,
    output o_seg1c,
    output o_seg1d,
    output o_seg1e,
    output o_seg1f,
    output o_seg1g,
    output o_seg2a,
    output o_seg2b,
    output o_seg2c,
    output o_seg2d,
    output o_seg2e,
    output o_seg2f,
    output o_seg2g
);
    bit r_sw1 = 1'b0;
    bit r_sw2 = 1'b0;
    bit r_sw3 = 1'b0;
    bit r_sw4 = 1'b0;
    wire w_sw1;
    wire w_sw2;
    wire w_sw3;
    wire w_sw4;
    Debounce_Switch debounce_sw1
    (
        .i_clk(i_clk),
        .i_sw(i_sw1),
        .o_sw(w_sw1)
    );
    Debounce_Switch debounce_sw2
    (
        .i_clk(i_clk),
        .i_sw(i_sw2),
        .o_sw(w_sw2)
    );
    Debounce_Switch debounce_sw3
    (
        .i_clk(i_clk),
        .i_sw(i_sw3),
        .o_sw(w_sw3)
    );
    Debounce_Switch debounce_sw4
    (
        .i_clk(i_clk),
        .i_sw(i_sw4),
        .o_sw(w_sw4)
    );
    wire w_reset;
    Power_On_Reset por
    (
      .i_clk(i_clk),    
      .i_asyncReset(w_sw4),
      .o_syncReset(w_reset)
    );
    byte r_count = 0;
    always_ff @(posedge i_clk, posedge w_reset)
    begin
        if (w_reset)
            r_count = 8'h42;
        else
        begin
            r_sw1 <= w_sw1;
            r_sw2 <= w_sw2;
            if (w_sw1 == 1'b0 && r_sw1 == 1'b1) r_count <= r_count + 1'b1;
            else if (w_sw2 == 1'b0 && r_sw2 == 1'b1) r_count <= r_count - 1'b1;
        end
    end
    wire w_seg1a, w_seg1b, w_seg1c, w_seg1d, w_seg1e, w_seg1f, w_seg1g;
    wire w_seg2a, w_seg2b, w_seg2c, w_seg2d, w_seg2e, w_seg2f, w_seg2g;
    Seven_Segment_Decoder seg1
    (
        .i_value(r_count[7:4]),
        .o_segA(w_seg1a),
        .o_segB(w_seg1b),
        .o_segC(w_seg1c),
        .o_segD(w_seg1d),
        .o_segE(w_seg1e),
        .o_segF(w_seg1f),
        .o_segG(w_seg1g)
    );
    Seven_Segment_Decoder seg2
    (
        .i_value(r_count[3:0]),
        .o_segA(w_seg2a),
        .o_segB(w_seg2b),
        .o_segC(w_seg2c),
        .o_segD(w_seg2d),
        .o_segE(w_seg2e),
        .o_segF(w_seg2f),
        .o_segG(w_seg2g)
    );
    assign o_seg1a = ~w_seg1a;
    assign o_seg1b = ~w_seg1b;
    assign o_seg1c = ~w_seg1c;
    assign o_seg1d = ~w_seg1d;
    assign o_seg1e = ~w_seg1e;
    assign o_seg1f = ~w_seg1f;
    assign o_seg1g = ~w_seg1g;
    assign o_seg2a = ~w_seg2a;
    assign o_seg2b = ~w_seg2b;
    assign o_seg2c = ~w_seg2c;
    assign o_seg2d = ~w_seg2d;
    assign o_seg2e = ~w_seg2e;
    assign o_seg2f = ~w_seg2f;
    assign o_seg2g = ~w_seg2g;
    assign o_led1 = w_sw1;
    assign o_led2 = w_sw2;
    assign o_led3 = w_sw3;
    assign o_led4 = w_sw4;
endmodule
`default_nettype none
module Power_On_Reset
(
      input i_clk,    
      input i_asyncReset,
      output o_syncReset
);
    bit [2:0] r_q = '0;
    always_ff @(posedge i_clk, posedge i_asyncReset)
        if (i_asyncReset == 1'b1)
            r_q <= '0;
        else
            r_q <= { r_q[1:0], !i_asyncReset };
    assign o_syncReset = !(r_q == '1);
endmodule
`default_nettype none
module Seven_Segment_Decoder
(
    input [3:0] i_value,
    output o_segA,
    output o_segB,
    output o_segC,
    output o_segD,
    output o_segE,
    output o_segF,
    output o_segG
);
    bit [6:0] r_segments = '0;
    always_comb
    begin
        case (i_value)
            4'h0 : r_segments = 7'b011_1111;
            4'h1 : r_segments = 7'b000_0110;
            4'h2 : r_segments = 7'b101_1011;
            4'h3 : r_segments = 7'b100_1111;
            4'h4 : r_segments = 7'b110_0110;
            4'h5 : r_segments = 7'b110_1101;
            4'h6 : r_segments = 7'b111_1101;
            4'h7 : r_segments = 7'b000_0111;
            4'h8 : r_segments = 7'b111_1111;
            4'h9 : r_segments = 7'b110_1111;
            4'hA : r_segments = 7'b111_0111;
            4'hB : r_segments = 7'b111_1100;
            4'hC : r_segments = 7'b011_1001;
            4'hD : r_segments = 7'b101_1110;
            4'hE : r_segments = 7'b111_1001;
            4'hF : r_segments = 7'b111_0001;
            default : r_segments = '0;
        endcase
    end
    assign o_segA = r_segments[0];
    assign o_segB = r_segments[1];
    assign o_segC = r_segments[2];
    assign o_segD = r_segments[3];
    assign o_segE = r_segments[4];
    assign o_segF = r_segments[5];
    assign o_segG = r_segments[6];
endmodule
File: /design/flow/run.sh
#!/bin/bash
# OpenROAD 26Q1-2900-gdf79404cd8, Yosys 0.63+post, stock flow scripts
make -C /OpenROAD-flow-scripts/flow DESIGN_CONFIG=/design/flow/config.mk WORK_HOME=/design/flow/orfs finish
==> impl_metrics.env <==
# yosys + openroad results
export IMPL_antenna_cells_inserted=0
export IMPL_cts_path_max_buffers=2
export IMPL_fin_skew_ns=0.00636
export IMPL_rr_startpoint="debounce_sw1.r_state"
export IMPL_hpwl_mm=5.92
export IMPL_power_w=0.00248
export IMPL_antenna_found_initial=0
export IMPL_r2r_slack_ns=0.65
export IMPL_rsz0062_at_grt="false"
export IMPL_p_seq_share_pct=51.1
export IMPL_endpoint_kind="output pin"
export IMPL_finalHoldViolCount=0
export IMPL_warnings=37
export IMPL_period_used_pct=96.7
export IMPL_p_leak_nw=1.92
export IMPL_syn_area_mm2=0.00476
export IMPL_syn_inst=549
export IMPL_overflow=0
export IMPL_switching_power_w=0.000509
export IMPL_max_slew_margin_pct=56.5
export IMPL_die_y_um=128
export IMPL_pwr_share_comb_pct=2.7
export IMPL_finalWeightedCongestion=0.823
export IMPL_drive_above_1_share_pct=6.26
export IMPL_intPower_w=0.00197
export IMPL_required_ns=2.32
export IMPL_io_pins=23
export IMPL_edf_count=6
export IMPL_setup_viol=0
export IMPL_cts_made_buffers=9
export IMPL_final_setup_tns_ns=0
export IMPL_arrival_ns=2.22
export IMPL_ctsHoldBuffers=0
export IMPL_root_buffer="clkbuf_16"
export IMPL_wl_per_cell_um=10.7
export IMPL_ant_nets=0
export IMPL_ys_seq_share_pct=39.9
export IMPL_min_path_type="flop to async pin"
export IMPL_cts_sinks=89
export IMPL_core_area_mm2=0.0153
export IMPL_grt_util_all_layers_pct=11.2
export IMPL_post_cts_buffers=0
export IMPL_numPortBuffers=22
export IMPL_yosysWarnings=4
export IMPL_clkPwrFrac_pct=46.2
export IMPL_tightest_slew_ns=0.648
export IMPL_powerDensity_mw_per_mm2=451
export IMPL_yosysTopAreaCellShare_pct=30.3
export IMPL_async_flop_share_pct=12.4
export IMPL_detail_route_iter0_violations=222
export IMPL_yosysChipArea_mm2=0.00476
export IMPL_peakVddDrop_v=0.000263
export IMPL_timing_rr_end="r_count[7]"
export IMPL_path_class="flop to output pin"
export IMPL_grt_max_degree=19
export IMPL_cts_resized=0
export IMPL_die_area_mm2=0.0164
export IMPL_synth_flops=89
export IMPL_report_final_slew_viol_count=0
export IMPL_clock_latency_ns=0.33
export IMPL_ys_flop_type="dfxtp_1"
export IMPL_swShare_pct=20.5
export IMPL_fp_util_pct=31.1
export IMPL_critPathMaxFanout=7
export IMPL_wirelength_mm=8.45
export IMPL_avgSynthCellArea_um2=8.67
export IMPL_synthToLayoutAreaGrowth_pct=15.7
export IMPL_timing_fmax_mhz=357
export IMPL_cts_tree="done"
export IMPL_rows=45
export IMPL_synth_cells_yosys=549
export IMPL_drc=0
export IMPL_path_clk_slew_ns=0.06
export IMPL_r2r_cells=7
export IMPL_max_cap_violations=0
export IMPL_grt_pass1_vias=3412
export IMPL_largest_area_cell="dfxtp_1"
export IMPL_dr_pass1_iters=4
export IMPL_status="completed"
export IMPL_fin_crit_ns=2.80
export IMPL_htreeDepth=3
export IMPL_via_per_inst=4.71
export IMPL_yosysUniqueCellTypes=60
export IMPL_grt_pass1_wl_mm=15.2
export IMPL_vias=3702
export IMPL_worstSetupStartpointType="flop"
export IMPL_die_w_um=128
export IMPL_yosys_top_cells_area="dfxtp_1 (30%), xnor2_1 (7.0%), ha_1 (6.3%)"
-- through the flow --
stage          setup slack, ns  hold slack, ns  instance area [µm²]  util, %  std cells
2_1_floorplan            0.871           0.165                 4760        -        549
3_3_place_gp             0.468           0.287                 5210     34.0        770
3_5_place_dp             0.438           0.291                 5210     34.0        770
4_1_cts                 0.0772           0.302                 5510     36.0        786
5_1_grt                0.00859           0.326                 5510     36.0        786
6_report                0.0958           0.273                 5510     36.0        786
-- worst max-delay path by stage --
stage,startpoint,endpoint,depth (start not counted)
final,r_count[1],o_seg2d,5
after global routing,r_count[1],o_seg2d,5
after CTS,r_count[1],o_seg2d,5
-- layout make-up --
cell class | instances | area (µm²)
clock buffer | 12 | 246
tap | 211 | 264
clock inverter | 4 | 52.6
inverter | 32 | 120
timing repair buffer | 25 | 243
multi-input combinational | 413 | 2680
fill | 1531 | 9810
sequential | 89 | 1900
-- state kept, by name (all words and copies together) (netlist names) --
name / count
r_sw1: 1
debounce_sw1.r_count: 18
debounce_sw4.r_count: 18
debounce_sw3.r_count: 18
debounce_sw1.r_state: 1
r_sw2: 1
debounce_sw4.r_state: 1
debounce_sw2.r_count: 18
r_count: 8
debounce_sw2.r_state: 1
por.r_q: 3
debounce_sw3.r_state: 1
-- layer usage --
layer / part of all wire, % / GRT usage, %
met1: 52 / 16.3
met2: 45 / 18.2
met3: 2.2 / 1.74
met4: 1.5 / 1.66
met5: 0 / 0
-- cell families (layout without fill, tap and decap cells) --
group	Yosys count	in the layout	synth area share [%]
xor gates and xnor gates	57	57	10.5
muxes	8	8	1.95
AOI/OAI and AO/OA	75	75	10.7
and+or+nand+nor	248	248	26.4
adders and majority gates	25	25	6.73
buffers and inverters	47	73	3.76
DFF	89	89	39.9
-- critical path, cell delays in order (launching register included) --
cell and delay, ns:
dfstp_2 0.60, inv_1 0.11, ha_1 0.30, inv_1 0.04
mux4_2 0.44, clkdlybuf4s50_1 0.41
-- power groups by stage --
stage                 Combinational, W  Sequential, W  Clock (W)
after CTS                    0.0000679        0.00127    0.00119
after global routing         0.0000794        0.00127    0.00124
final                        0.0000667        0.00127    0.00115
-- cells in the mapped netlist (3+ instances only) --
cell type	n
or2_2	3
xor2_1	19
a311o_1	4
nand2_1	38
ha_1	24
inv_1	32
and3_1	7
a211oi_1	4
nor4_1	20
a21oi_1	17
nand3_1	29
mux2i_1	7
nand4_1	16
edfxtp_1	6
a21o_1	3
or4_1	7
dfrtp_1	9
nor2b_1	5
xnor2_1	38
dfxtp_1	72
o31a_1	3
nand2b_1	5
a31oi_1	6
o31ai_2	3
nor2_1	78
clkbuf_1	11
o21bai_1	3
o21ai_0	17
o31ai_1	4
or3_1	5
nor3_1	16
-- cell usage in the layout, fill, tap and decap left out, types with 7 or more instances in the layout --
cell type / netlist / routed
nand4_1: 16 / 16
inv_1: 32 / 32
nand3_1: 29 / 29
dfrtp_1: 9 / 9
and3_1: 7 / 7
nor2_1: 78 / 78
o21ai_0: 17 / 17
nor3_1: 16 / 16
nor4_1: 20 / 20
clkdlybuf4s50_1: 0 / 22
nand2_1: 38 / 38
ha_1: 24 / 24
mux2i_1: 7 / 7
clkbuf_16: 0 / 9
or4_1: 7 / 7
dfxtp_1: 72 / 72
a21oi_1: 17 / 17
xor2_1: 19 / 19
xnor2_1: 38 / 38
Power and IR drop assume default switching activity.
